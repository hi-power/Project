## /design/flow/design.v

```verilog
module LBP ( clk, reset, gray_addr, gray_req, gray_data, lbp_addr, lbp_write, lbp_data, finish);
input   	clk; 
input   	reset; 
output  [5:0] 	gray_addr; 
output         	gray_req; 
input   [7:0] 	gray_data; 
output  [5:0] 	lbp_addr; 
output  	lbp_write; 
output  [7:0] 	lbp_data; 
output  	finish; 
reg [7:0] lbp_data;
reg [7:0] x, y, k, m; 
reg [5:0] x_addr, y_addr;
reg [5:0] gray_addr, lbp_addr, gray_addr_tmp; 
reg gray_req;
reg lbp_valid; 
reg finish;
reg [1:0] state;
parameter IDLE = 2'b00, LOAD = 2'b01, WRITE = 2'b11, COMP = 2'b10; 
reg [7:0] LBP_bin_1, LBP_bin_2, LBP_bin_3, LBP_bin_4, LBP_bin_5, LBP_bin_6, LBP_bin_7, LBP_bin_8, LBP_bin_9;
reg [7:0] LBP_value;
wire	lbp_write = lbp_valid & clk;  
always@(posedge clk or posedge reset) begin
if ( reset ) begin
	state <= IDLE; gray_req <= 0; finish <= 0; x <= 2; y <= 2; k <= 1; lbp_valid <= 0; 
end
else begin
	case (state)
	IDLE : begin  
		state <=  LOAD;  
		gray_req <= 0; 
		x <= 2; y <= 2; k <= 1;
		lbp_valid <= 0;
		finish <= 0;
		end
	LOAD : begin  
		lbp_valid <= 0;
		gray_req <= 1;
		k <= k + 1;
		if (k == 9) begin state <= COMP;   gray_req <= 1;end 
		else state <= LOAD;
		end
	COMP : begin  
		state <= WRITE;
		gray_req <= 0;
		end
	WRITE : begin  
		lbp_valid <= 1;
		if ((x==7)&(y==7)) begin state <= IDLE; finish <= 1; gray_req <= 0; end  
		else if (x == 7) begin y <= y + 1; x <= 2; k<= 1; state<= LOAD; gray_req <= 0;end  
		else begin x <= x + 1; k<= 1; state<= LOAD; gray_req <= 0;end 
		end
	endcase
end
end
always@(posedge clk)
	m <= k;
always@(*) begin
		case (k) 
		1 : begin y_addr = y - 1; x_addr = x - 1; end
		2 : begin y_addr = y - 1; x_addr = x    ; end  
		3 : begin y_addr = y - 1; x_addr = x + 1; end
		4 : begin y_addr = y    ; x_addr = x - 1; end
		5 : begin y_addr = y    ; x_addr = x    ; end
		6 : begin y_addr = y    ; x_addr = x + 1; end
		7 : begin y_addr = y + 1; x_addr = x - 1; end
		8 : begin y_addr = y + 1; x_addr = x    ; end
		9 : begin y_addr = y + 1; x_addr = x + 1; end
		endcase
		gray_addr_tmp = ((y_addr-1)<<3 ) + (x_addr-1);
end
always@(posedge clk) begin
		gray_addr = gray_addr_tmp;
end
always@(posedge clk) begin
 case (m) 
 	1: LBP_bin_1 <= gray_data; 
	2: LBP_bin_2 <= gray_data;
	3: LBP_bin_3 <= gray_data;
	4: LBP_bin_4 <= gray_data;
	5: LBP_bin_5 <= gray_data;
	6: LBP_bin_6 <= gray_data;
	7: LBP_bin_7 <= gray_data;
	8: LBP_bin_8 <= gray_data;
	9: LBP_bin_9 <= gray_data;
 endcase
end
always@(*) begin  
 	LBP_value[0] = (LBP_bin_1 >= LBP_bin_5) ? 1 : 0;
	LBP_value[1] = (LBP_bin_2 >= LBP_bin_5) ? 1 : 0;
	LBP_value[2] = (LBP_bin_3 >= LBP_bin_5) ? 1 : 0;
	LBP_value[3] = (LBP_bin_4 >= LBP_bin_5) ? 1 : 0;
	LBP_value[4] = (LBP_bin_6 >= LBP_bin_5) ? 1 : 0;
	LBP_value[5] = (LBP_bin_7 >= LBP_bin_5) ? 1 : 0;
	LBP_value[6] = (LBP_bin_8 >= LBP_bin_5) ? 1 : 0;
	LBP_value[7] = (LBP_bin_9 >= LBP_bin_5) ? 1 : 0;
end
always@(posedge clk)   
	lbp_addr <= ((y-1)<<3) + (x-1);
always@(posedge clk)  
	lbp_data <= LBP_value;
endmodule
```

## /design/flow/run.sh

```bash
#!/bin/bash
# OpenROAD 26Q1-2900-gdf79404cd8, Yosys 0.63+post, stock flow scripts
make -C /OpenROAD-flow-scripts/flow DESIGN_CONFIG=/design/flow/config.mk WORK_HOME=/design/flow/orfs finish
```

## /design/flow/config.mk

```make
export PLATFORM = sky130hd
export DESIGN_NAME = LBP
export DESIGN_NICKNAME = LBP
export VERILOG_FILES = /design/flow/design.v
export SDC_FILE = /design/flow/constraint.sdc
export NUM_CORES = 4
export LEC_CHECK = 1
export CORE_UTILIZATION = 50
```

## /design/flow/constraint.sdc

```tcl
current_design LBP

set clk_period 3.8
set clk_io_pct 0.2

create_clock -name clk0 -period $clk_period [get_ports {clk}]

set non_clock_inputs [all_inputs -no_clocks]
set_input_delay [expr $clk_period * $clk_io_pct] -clock clk0 $non_clock_inputs
set_output_delay [expr $clk_period * $clk_io_pct] -clock clk0 [all_outputs]
```

==> metrics.cfg <==
[outcome]
status=completed

[critical_path]
path_max_fanout=2
cp.required_ns=3.04
critPathKind=clk2out
arrival_ns=2.68
r2r_cells=14
worstSetupStartpoint=clk
timing.rr.start=k[0]
critPathLaunchType=clock port
crit_path_end_kind=output pin

[floorplanning]
die_y_um=116
die_w_um=116
initCoreUtil_pct=51.3
core_um2=12600
dieArea_um2=13400
ios=33
rows=41

[worst_hold_path]
holdPathStages=0
hp-class=reg2reg
hold_start=state[1]

[synth]
synthMuxAreaShare_pct=0.793
syn_inst=538
adder_share_pct=15.7
synthFlopType=edfxtp_1
yosys_warnings=1
synth.avg_cell_area_um2=12.0
ys_chip_area_um2=6470
ys_async_sr_fraction_pct=23.7
top_logic_kind=adder cells
syn_area_um2=6470
simple_gate_area_share_pct=12.1
yosys_cells=538
synth.cellmix.compoundShare_pct=10.9
yosys.stat.seqShare_pct=54.1
synth_flops=131
synthDistinctLibCells=65
synthXorXnorAreaFrac_pct=3.50
edf_count=72

[clock_network]
clk_pin_slew_ns=0.05
clk_latency_ns=0.52
cts_tree=done
post_cts_buffers=0
holdBufCountCts=0
cts_resized=0

[detailed_routing]
first_pass_iters=4
drt_iter0_drc=132
routedWlPerCell_um=15.1
antenna_left=0
vias_per_cell=5.27
via_count=4062
diodes=0
wirelength_um=11600
drc=0

[pwr]
p_leak_nw=3.20
peakVddDrop_uv=270
power_density_nw_per_um2=416
power_mw=3.17

[global_routing]
grt_antenna_before_repair=0
grtUsageTotal_pct=20.2
grt_overflow_total=0
use_met3_pct=6.71
use_met1_pct=28.2
use_met2_pct=33.6
first_global_vias=4004
busiest_layer=met2
grt_max_degree=32
grt_pass1_wl_um=19200

[placement]
place_congestion=0.913
dp.final_hpwl_um=8120
port_buffers=32

[timing]
max_slew_margin_pct=50.6
setup_viol=0
finalHoldViolCount=0
fin_skew_ns=0.00489
worst_pin_slew_ns=0.738
fin_tns_setup_ns=0
slew_viol_final=0
rsz0062_at_grt=false

[cells_and_area]
syn2layout_area_growth_pct=17.6
drive_gt1_share_pct=10.4
fill_cells=1003

[run]
warnings=32
maxCapViolations=0

state kept, by name (all words and copies together), names as in the netlist, 4 cells and up:
| signal | flops |
|---|---|
| LBP_bin_1 | 8 |
| LBP_bin_2 | 8 |
| LBP_bin_3 | 8 |
| LBP_bin_4 | 8 |
| LBP_bin_5 | 8 |
| LBP_bin_6 | 8 |
| LBP_bin_7 | 8 |
| LBP_bin_8 | 8 |
| LBP_bin_9 | 8 |
| k | 8 |
| lbp_data | 8 |
| m | 8 |
| x | 8 |
| y | 8 |
| gray_addr | 6 |
| lbp_addr | 6 |
| state | 4 |
placed cells by master (no fill, tap or decap), drive strengths merged, types with 4 or more instances in the layout:
master and count:
and3 7, xnor2 11, nand3 10, clkbuf 27, edfxtp 72, nand4 6, a21o 18, inv 33
buf 7, nor3 19, dfxtp 28, o21ai 34, dfstp 4, mux2i 4, xor2 14, ha 78
a21oi 33, nor2 24, dfrtp 27, nand2 28, clkdlybuf4s50 32, or2 7, or3 7, nor2b 11
nand2b 9, clkinv 6
cell families after synthesis:
family | count (synthesis)
AND/OR/NAND/NOR | 143
flip-flops | 131
AND-OR/OR-AND | 108
adder cells (fa/ha/maj) | 80
buffers and inverters | 46
multiplexers | 5
XOR/XNOR | 25
synthesized netlist by cell type, types with 2 or more instances:
cell type	n	share of area [%]
dfstp_2	4	1.6
dfrtp_1	27	10
inv_1	32	1.9
a21oi_1	32	2.5
or4_1	2	0.23
nand3_2	2	0.31
o31ai_1	2	0.23
nand2_1	28	1.6
nor3b_1	2	0.23
a31oi_1	3	0.29
and2_1	3	0.29
a21o_1	18	2.1
nor2b_1	11	1.1
o21a_1	2	0.23
or3_1	6	0.58
fa_1	2	0.62
xnor2_1	11	1.5
nand4_1	6	0.58
and3_1	6	0.58
o21ai_2	2	0.27
buf_2	4	0.31
clkbuf_1	7	0.41
ha_1	78	15
nor2_1	23	1.3
or2_2	6	0.58
mux2i_1	4	0.62
nand2b_1	9	0.87
edfxtp_1	72	33
o21ai_0	31	2.4
xor2_1	13	1.8
nor4_1	2	0.19
nand3_1	8	0.62
o2bb2ai_1	3	0.41
nor3_1	19	1.5
dfxtp_1	28	8.7
metrics by stage:
step	instance area [um2]	util (%)	setup slack, ns	std cells	hold WS (ns)
floorplan	6470	-	0.627	538	0.342
CTS	7610	60.3	0.332	771	0.378
global placement	7000	55.5	0.515	736	0.355
global route	7610	60.3	0.170	771	0.405
detailed placement	7000	55.5	0.464	736	0.361
finish	7610	60.3	0.359	771	0.382
layer usage:
layer,part of all wire (%),up-vias
met1,43,1892
met2,50,94
met4,1.5,0
met3,5.1,11
met5,0,-
li1,-,2065
power by group:
group,total (mW),internal (mW),switching (mW)
Clock,1.64,1.09,0.554
Sequential,1.50,1.50,0
Combinational,0.0284,0.00891,0.0195
Total,3.17,2.59,0.573
worst paths after layout:
check	slack [ns]	to
max in group asynchronous	2.86	x[1]
worst min register to register	0.38	state[3]
worst max register to register	0.42	gray_addr[5]
min in group asynchronous	0.61	y[6]
worst max-delay path	0.36	lbp_write
worst min-delay path	0.38	state[3]
critical path: stages:
cell and delay, ns:
clkbuf_16 0.12, clkbuf_16 0.12, and2_1 0.13, clkdlybuf4s50_1 0.41
cell type report:
class | instances | area, um2 | area share (%)
Clock buffer | 28 | 537 | 7.05
Clock inverter | 8 | 85.1 | 1.12
Inverter | 33 | 124 | 1.63
Multi-Input combinational cell | 361 | 2790 | 36.6
Sequential cell | 131 | 3500 | 46.0
Tap cell | 172 | 215 | 2.83
Timing Repair Buffer | 38 | 363 | 4.77
Power and IR drop assume default switching activity.
